`/design/flow/design.v`:
```
module HK2_1516_2(clk,Tred,Tyellow,Tgreen,R1,Y1,G1,R2,Y2,G2);
    input clk;
    input [7:0]Tred,Tyellow,Tgreen;
    output R1,Y1,G1,R2,Y2,G2;
    reg [7:0] count=0;
    reg R1=0,R2=0,G1=0,G2=0,Y1=0,Y2=0;
    always @(posedge clk) begin
        count<=count+1;
        if ((count>=Tgreen)&&(count<Tred))
            {R1,Y1,G1,R2,Y2,G2}=6'b010100;
        if ((count>=Tred)&&(count<(2*Tred-Tyellow)))
            {R1,Y1,G1,R2,Y2,G2}=6'b100001;
        if ((count>=(2*Tred-Tyellow))&&(count<(2*Tred)))
            {R1,Y1,G1,R2,Y2,G2}=6'b100010;
        if (count>=(2*Tred)) begin
            {R1,Y1,G1,R2,Y2,G2}=6'b001100;
            count<=0;
        end
    end
endmodule
```
`/design/flow/run.sh`:
```
#!/bin/bash
# OpenROAD 26Q1-2900-gdf79404cd8, Yosys 0.63+post, stock flow scripts
make -C /OpenROAD-flow-scripts/flow DESIGN_CONFIG=/design/flow/config.mk WORK_HOME=/design/flow/orfs finish
```
`/design/flow/constraint.sdc`:
```
current_design HK2_1516_2

set clk_period 5.0
set clk_io_pct 0.2

create_clock -name clk0 -period $clk_period [get_ports {clk}]

set non_clock_inputs [all_inputs -no_clocks]
set_input_delay [expr $clk_period * $clk_io_pct] -clock clk0 $non_clock_inputs
set_output_delay [expr $clk_period * $clk_io_pct] -clock clk0 [all_outputs]
```
`/design/flow/config.mk`:
```
export PLATFORM = sky130hd
export DESIGN_NAME = HK2_1516_2
export DESIGN_NICKNAME = HK2_1516_2
export VERILOG_FILES = /design/flow/design.v
export SDC_FILE = /design/flow/constraint.sdc
export NUM_CORES = 4
export LEC_CHECK = 1
export CORE_AREA = 10 10 99 99
export DIE_AREA = 0 0 109 109
```
==> impl_metrics.ini <==
; synthesis and place-and-route metrics
[run_status]
status = finished, final reports clean

[power_and_ir_drop]
p_seq_share_pct = 29.0
p_leak_nw = 0.994
power.switching_mw = 0.346
swShare_pct = 41.5
internal_power_mw = 0.487
combPwrFrac_pct = 58.1
p_clk_share_pct = 12.8
ir_drop_uv = 145
powerDensity_mw_per_mm2 = 392

[critical_path]
slowest_delay_ns = 0.45
worstPathCellList = clkdlybuf4s50_1, inv_1, ha_1, a21o_1, a21oi_1, nand2_1, a21o_1, a21oi_1, xor2_1, ha_1, nand4_1, a31oi_1, a2111oi_2, o21a_1, or3_4, a31o_1
crit_type = in -> reg
start_kind = primary input
r2r_setup_slack_ns = 2.69
timing.critical_path.buf_inv = 2
cp-end-kind = flip-flop
cp_max_fo = 5
worstPathArrival_ns = 4.21
cpMaxStageDelayCell = clkdlybuf4s50_1
worstRegToRegCells = 8
critPathRequiredTime_ns = 5.14
r2r_end = G2$_SDFFE_PP0P_
r2r_start = count[0]$_SDFF_PP0_
cpLargestDelayFamily = AND-OR/OR-AND gates

[hold_path]
hold_path_startpoint = G2$_SDFFE_PP0P_
worst_hold_path.endpoint = G2$_SDFFE_PP0P_
hold_path.class = reg -> reg
min_path_cells = 2

[synth]
synth-adder-area-share_pct = 30.9
synthTopLogicFamily = adder cells
synth.avg_cell_area_um2 = 8.22
synth_cell_type_count = 38
syn_area_mm2 = 0.00164
common_cells = ha_1, inv_1, a21oi_1
edf_count = 0
yosysCellCount = 200
netlist.area_leader.share_pct = 29.7
syn_inst = 200
synthMuxAreaShare_pct = 0
yosys.area_share.xor_xnor_pct = 6.39
ff_type = dfxtp_1
largest_area_cell = ha_1
synthArstFlopShare_pct = 0
ys_ff = 14
aoi_share_pct = 22.8
synth.most_common_cell = ha_1
ys_chip_area_mm2 = 0.00164
ys_sh_simple_pct = 16.5
ys_seq_share_pct = 17.0
yosys_warnings = 1
top_cells_by_area = ha_1, dfxtp_1, inv_1

[final_timing]
holdWs_ns = 0.501
finalClockPeriodUsage_pct = 81.4
rsz0062_at_grt = no
tightestPinTransition_ns = 0.529
finalHoldViolCount = 0
slew_headroom_pct = 64.7
max_clock_freq_ghz = 0.246
fin_ws_ns = 0.928
final.setup.tns_ns = 0
min_period_ns = 4.07
final_max_slew_viol_count = 0
setup_viol = 0
fin_worst_skew_ns = 0.000761

[detailed_routing]
firstDrtPassIters = 4
via_count = 1489
drt-initial-drc-count = 35
routed_via_density = 4.44
diodes = 0
wl_per_cell_um = 12.0
totalWireLength_um = 4030
ant_nets = 0
drc_errors = 0

[floorplan]
pin_count = 31
die_w_um = 109
die-area_mm2 = 0.0119
die_y_um = 109
rows = 32
fp_util_pct = 21.3
core_area_mm2 = 0.00773

[grt]
grt_util_all_layers_pct = 6.90
grt_max_degree = 15
grt_first_pass_wirelength_um = 6810
grt_antenna_before_repair = 0
overflow = 0
first_global_vias = 1429

[cts]
cts_max_level = 1
cts-root-buf = clkbuf_8
cts_setup_buffers = 0
tritoncts = built
cts_sinks = 14
cts.path.max_buffers = 2
cts.reportedPaths.clkPinSlew_ns = 0.06
cts-buffers-inserted = 3
clkLatencyLatePin_ns = 0.24
ctsResizeCount = 0
holdBufCountCts = 0

[job]
tool_warnings = 25
drv_cap = 0

[placed_design]
hpwlAfterDp_um = 3460
place.gp.congestion = 0.849
io_buffers = 30
dpl_worst_slack_ns = 0.681

[layout]
fill_cells = 844
drive_gt1_share_pct = 4.72
regArea_um2 = 280
logic_area_mm2 = 0.00126
syn_to_final_growth_pct = 29.1
-- final cells by class --
type | count | area share [%]
Multi-Input combinational cell | 158 | 59.3
Tap cell | 102 | 6.01
Clock buffer | 4 | 2.59
Sequential cell | 14 | 13.2
Timing Repair Buffer | 30 | 14.1
Inverter | 27 | 4.77
-- cell usage in the layout (no fill, tap or decap), types with 5 or more instances in the layout --
cell             instances
a21oi_1                 16
clkdlybuf4s50_1         30
dfxtp_1                 14
ha_1                    39
inv_1                   27
nand2_1                  5
nand2b_1                 6
nand3_1                  9
nand4_1                  6
nor2_1                  15
o21ai_0                  7
xor2_1                   8
-- kinds of logic (layout without fill, tap and decap cells) --
family                     Yosys count  count (layout)
AOI/OAI and AO/OA                   55              55
DFF                                 14              14
xor gates and xnor gates            12              12
adders and majority gates           40              40
and+or+nand+nor                     51              51
buffers and inverters               28              61
-- worst min-delay path: stages, from the launching register on --
cell	delay (ns)
dfxtp_1	0.30
o21ai_0	0.07
a211oi_1	0.07
-- per-layer routing --
layer  share of wire, %  global-route usage, %  vias to the layer above
li1                   -                      -                      793
met1                 52                   10.1                      667
met2                 45                   11.0                       27
met3                2.9                  0.717                        2
met4               0.22                  0.753                        0
met5                  0                      0                        -
-- flip-flops by register name, indices dropped and copies added (netlist names) --
signal / count
Y1: 1
G1: 1
R2: 1
R1: 1
G2: 1
Y2: 1
count: 8
-- metrics by stage --
stage               instances  instance area, µm²  utilization [%]  power, mW
global placement          331                2070             26.8      0.719
floorplan                 200                1640                -      0.565
finish                    335                2120             27.5      0.832
CTS                       335                2120             27.5      0.844
detailed placement        331                2070             26.8      0.732
global route              335                2120             27.5      0.942
-- worst max path at each step --
stage / startpoint / to / slack, ns / cells after the start
final: Tyellow[3] / G1$_SDFFE_PP1P_ / 0.93 / 16
after CTS: Tred[0] / R2$_SDFFE_PP1P_ / 0.92 / 15
after global routing: Tred[0] / G2$_SDFFE_PP0P_ / 0.66 / 15
-- power groups by stage --
stage | Clock (mW) | Combinational (mW) | Sequential [mW]
6_report | 0.107 | 0.484 | 0.242
5_1_grt | 0.115 | 0.574 | 0.254
4_1_cts | 0.111 | 0.489 | 0.244
Power and IR drop assume default switching activity.
