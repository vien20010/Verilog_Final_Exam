==> ./design.v <==
module HK2_1617(clk, D, Start, LED_TR, LED_CH, LED_DV);
	input clk;
	input [7:0] D;
	output Start;
	output [6:0] LED_TR,LED_CH,LED_DV;
	reg [15:0] count= 0;
	reg [7:0] temp_D;
	reg [6:0] LED_TR = 7'h0,LED_CH = 7'h0,LED_DV = 7'h0;
	reg Start = 1'b0;
	reg [3:0] TR = 4'h0,CH = 4'h0,DV = 4'h0;
	always @(posedge clk)begin
		count<= count + 1;
		if(count == 0)
			Start = 1'b1;
		if (count >= 10)
			Start = 1'b0;
		if (count >= 50000) 
			count <= 0;
		if (count == 100) begin
			temp_D = D;
			TR = temp_D/100;
			CH = (temp_D%100)/10;
			DV = temp_D%10;
			case (TR)
				4'h0: 	LED_TR = 7'h3F;
				4'h1: 	LED_TR = 7'h06;
				4'h2: 	LED_TR = 7'h5B;
				4'h3: 	LED_TR = 7'h4F;
				4'h4: 	LED_TR = 7'h66;
				4'h5: 	LED_TR = 7'h6D;
				4'h6: 	LED_TR = 7'h3C;
				4'h7: 	LED_TR = 7'h07;
				4'h8: 	LED_TR = 7'h7F;
				4'h9: 	LED_TR = 7'h67;
				default: LED_TR = 7'hx;
			endcase
			case (CH)
				4'h0: 	LED_CH = 7'h3F;
				4'h1: 	LED_CH = 7'h06;
				4'h2: 	LED_CH = 7'h5B;
				4'h3: 	LED_CH = 7'h4F;
				4'h4: 	LED_CH = 7'h66;
				4'h5: 	LED_CH = 7'h6D;
				4'h6: 	LED_CH = 7'h3C;
				4'h7: 	LED_CH = 7'h07;
				4'h8: 	LED_CH = 7'h7F;
				4'h9: 	LED_CH = 7'h67;
				default: LED_CH = 7'hx;
				endcase
			case (DV)
				4'h0: 	LED_DV = 7'h3F;
				4'h1: 	LED_DV = 7'h06;
				4'h2: 	LED_DV = 7'h5B;
				4'h3: 	LED_DV = 7'h4F;
				4'h4: 	LED_DV = 7'h66;
				4'h5: 	LED_DV = 7'h6D;
				4'h6: 	LED_DV = 7'h3C;
				4'h7: 	LED_DV = 7'h07;
				4'h8: 	LED_DV = 7'h7F;
				4'h9: 	LED_DV = 7'h67;
				default: LED_DV = 7'hx;
			endcase
		end
	end
endmodule
==> ./run.sh <==
#!/bin/bash
# OpenROAD 26Q1-2900-gdf79404cd8, Yosys 0.63+post, stock flow scripts
make -C /OpenROAD-flow-scripts/flow DESIGN_CONFIG=/design/flow/config.mk WORK_HOME=/design/flow/orfs finish
==> ./config.mk <==
export PLATFORM = sky130hd
export DESIGN_NAME = HK2_1617
export DESIGN_NICKNAME = HK2_1617
export VERILOG_FILES = /design/flow/design.v
export SDC_FILE = /design/flow/constraint.sdc
export NUM_CORES = 4
export LEC_CHECK = 1
export CORE_UTILIZATION = 50
==> ./constraint.sdc <==
current_design HK2_1617

set clk_period 5.0
set clk_io_pct 0.2

create_clock -name clk0 -period $clk_period [get_ports {clk}]

set non_clock_inputs [all_inputs -no_clocks]
set_input_delay [expr $clk_period * $clk_io_pct] -clock clk0 $non_clock_inputs
set_output_delay [expr $clk_period * $clk_io_pct] -clock clk0 [all_outputs]
==> impl_metrics.env <==
# source this file to load flow results
export IMPL_status="completed"
export IMPL_final_period_utilization=0.933
export IMPL_routed_wl_mm=8.44
export IMPL_slew_headroom=0.557
export IMPL_cpPeakStageDelay_ps=430
export IMPL_cts_hold_buffers=0
export IMPL_hpwlAfterDp_mm=6.39
export IMPL_ir_drop_mv=0.187
export IMPL_path_class="in -> reg"
export IMPL_synthesis_area_um2=3580
export IMPL_fp_util=0.521
export IMPL_critPathRequiredTime_ps=5050
export IMPL_hold_class="reg -> reg"
export IMPL_vias=3424
export IMPL_drt_iter0_drc=141
export IMPL_grt_overflow=0
export IMPL_clk_pin_slew_ps=70
export IMPL_cts_buffers=5
export IMPL_synthSimpleGateAreaFrac=0.258
export IMPL_ant_nets=0
export IMPL_coreArea_um2=6870
export IMPL_synth_cell_types=81
export IMPL_rows=30
export IMPL_track_usage=0.244
export IMPL_synth_cells=433
export IMPL_clock_root_buffer="clkbuf_8"
export IMPL_synthTopLogicFamily="AND-OR/OR-AND gates"
export IMPL_clock_sinks=37
export IMPL_fin_tns_setup_ps=0
export IMPL_die_y_um=86.6
export IMPL_synthDominantCellAreaShare=0.168
export IMPL_ys_cells=433
export IMPL_synth_cellmix_compoundShare=0.277
export IMPL_fa_ha_area_frac=0.0590
export IMPL_p_leak_nw=1.70
export IMPL_area_delta_synth_final_pct=21.9
export IMPL_muxShareOfSynthArea=0.0213
export IMPL_drive_gt1_frac=0.189
export IMPL_ys_area_um2=3580
export IMPL_cts_tree="built"
export IMPL_cp_top_family="AND-OR/OR-AND gates"
export IMPL_fin_cells=588
export IMPL_setup_violations=0
export IMPL_finalWeightedCongestion=0.988
export IMPL_synth_main_ff_cell="edfxtp_1"
export IMPL_yosysSeqAreaShare=0.263
export IMPL_arrival_ps=4710
export IMPL_synth_warnings=1
export IMPL_grt_max_degree=31
export IMPL_fmax_mhz=214
export IMPL_slew_viol_final=0
export IMPL_tightest_slew_ps=661
export IMPL_fin_hold_ws_ps=471
export IMPL_cpMaxStageDelayCell="clkdlybuf4s50_1"
export IMPL_post_place_ws_ps=-47.4
export IMPL_cp_start_kind="input port"
export IMPL_ys_top_cells_by_area="edfxtp_1 17%, dfxtp_1 9.5%, ha_1 5.6%, nor2_1 4.0%, nand3_1 3.4%"
export IMPL_fin_worst_skew_ps=2.27
export IMPL_io_buffers=30
export IMPL_fin_util=0.636
export IMPL_top_area_cell="edfxtp_1"
export IMPL_clock_latency_late_pin_ps=290
export IMPL_wl_per_cell_um=14.4
export IMPL_crit_fanout=7
export IMPL_end_kind="flop"
export IMPL_synth_avg_cell_area_um2=8.27
export IMPL_via_per_inst=5.82
export IMPL_h_tree_depth=2
export IMPL_antenna_found_initial=0
export IMPL_grt_pass1_vias=3124
export IMPL_powerDensity_nw_per_um2=239
export IMPL_synthArstFlopShare=0
export IMPL_fp_dieArea_um2=7510
export IMPL_fill_cells=582
export IMPL_antennaDiodeCount=0
export IMPL_min_period_ps=4670
export IMPL_place_inst=579
export IMPL_hold_viol_final=0
export IMPL_drc=0
export IMPL_cap_violations=0
export IMPL_cp_num_buf_inv=2
export IMPL_ioPinCount=31
export IMPL_ys_sh_xor=0.0555
export IMPL_rsz0062_at_grt="false"
export IMPL_grt_pass1_wl_mm=14.4
export IMPL_drt_pass1_iter_count=4
export IMPL_fin_ws_ps=333
export IMPL_path_cells="clkdlybuf4s50_1 > nor3_2 > nor2b_1 > ha_1 > nand2b_1 > o21a_1 > o32ai_2 > a211oi_2 > a211oi_2 > nand3_2 > buf_4 > a31oi_1 > a2bb2oi_1 > o311ai_2 > ha_1 > nand2_1 > o21ai_0 > nand2_1 > o21ai_1"
export IMPL_edf_count=20
export IMPL_warnings=34
export IMPL_die_w_um=86.6
export IMPL_synth_seq_cells=37
export IMPL_cts_buffer_depth=2
==> metrics by stage <==
step                area, um2  power, mW
CTS                      4340       1.04
detailed placement       4230      0.786
floorplan                3580      0.652
global route             4370       1.11
finish                   4370       1.04
global placement         4230      0.786
==> report_power, final <==
| part | total, mW | leakage (nW) | switching, mW | internal (mW) |
|---|---|---|---|---|
| Combinational | 0.459 | 1.32 | 0.241 | 0.218 |
| Sequential | 0.333 | 0.332 | 0 | 0.333 |
| Clock | 0.250 | 0.0518 | 0.104 | 0.147 |
| Total | 1.04 | 1.70 | 0.345 | 0.697 |
==> cells in the mapped netlist, types with 6 or more instances <==
library cell,number
o31ai_1,6
and2_1,6
edfxtp_1,20
nand4_1,12
clkbuf_1,8
o211ai_1,10
o21ai_0,20
or3_1,6
nand3_1,24
nand2b_1,8
dfxtp_1,17
ha_1,16
xnor2_1,10
xor2_1,9
buf_2,16
a21oi_1,16
inv_1,15
nor3_1,7
nand2_1,30
nor2b_1,8
a31oi_1,9
nor2_1,38
==> cells in the final DEF, fill, tap and decap left out, types with 4 or more instances in the layout <==
| master | netlist | final |
|---|---|---|
| or3_1 | 6 | 6 |
| clkbuf_8 | 0 | 5 |
| mux2i_1 | 4 | 4 |
| o211ai_1 | 10 | 10 |
| buf_4 | 3 | 50 |
| nor2b_1 | 8 | 8 |
| a31oi_1 | 9 | 9 |
| nor4_1 | 4 | 4 |
| clkdlybuf4s50_1 | 0 | 30 |
| dfxtp_1 | 17 | 17 |
| inv_1 | 15 | 15 |
| and3_1 | 5 | 5 |
| nor2_1 | 38 | 38 |
| nor3_2 | 4 | 5 |
| nor3_1 | 7 | 6 |
| o31ai_1 | 6 | 6 |
| o21ai_0 | 20 | 20 |
| nand3_1 | 24 | 23 |
| xor2_1 | 9 | 9 |
| nand2b_1 | 8 | 8 |
| edfxtp_1 | 20 | 20 |
| a22oi_1 | 5 | 5 |
| and2_1 | 6 | 6 |
| a21oi_1 | 16 | 16 |
| o21a_1 | 4 | 4 |
| nand2_1 | 30 | 30 |
| o22ai_1 | 4 | 4 |
| ha_1 | 16 | 16 |
| nand3b_1 | 5 | 5 |
| o21ai_1 | 4 | 4 |
| nand4_1 | 12 | 12 |
| xnor2_1 | 10 | 9 |
| o31a_1 | 4 | 4 |
==> worst register-to-register path, stage by stage (launching register included) <==
cell,delay [ps]
dfxtp_1,340
nor4_1,420
nand3_1,200
nor3_2,590
buf_4,330
==> routing by layer <==
metal / track usage / vias to the layer above / routed length, um
met1: 0.355 / 1569 / 3930
li1: - / 1754 / -
met3: 0.0290 / 8 / 378
met5: 0 / - / 0
met2: 0.411 / 93 / 4030
met4: 0.0348 / 0 / 104
==> repair_timing <==
| action | in CTS | in global routing |
|---|---|---|
| endpoints found under the setup margin | 0 | 1 |
| buffers inserted | 0 | 1 |
| gates resized | 0 | 3 |
==> path summary, 6_finish.rpt <==
path              depth (start not counted)  startpoint  slack (ps)        end
setup / recovery                         19        D[5]         330  LED_CH[3]
hold / removal                            1       Start         470      Start
setup reg to reg                          4   count[13]        2820  LED_CH[1]
hold reg to reg                           1       Start         470      Start
==> logic make-up (layout without fill, tap and decap cells) <==
logic type	count (synthesis)	in the layout
buffers and inverters	48	107
adder cells (fa/ha/maj)	17	17
XOR/XNOR	21	21
flip-flops	37	37
AND-OR/OR-AND	132	132
multiplexers	7	7
other	1	1
AND/OR/NAND/NOR	170	170
==> area by class of cell <==
type,instances,area (um2),area share
Clock buffer,5,68.8,0.0158
Clock inverter,3,41.3,0.00946
Inverter,18,67.6,0.0155
Multi-Input combinational cell,348,2430,0.557
Sequential cell,37,941,0.215
Tap cell,96,120,0.0275
Timing Repair Buffer,81,696,0.159
==> flip-flops by register name (all words and copies together), names as in the netlist <==
register,count
count,16
LED_CH,7
LED_DV,7
LED_TR,6
Start,1
Power and IR drop assume default switching activity.
