## run.sh

```bash
#!/bin/bash
# OpenROAD 26Q1-2900-gdf79404cd8, Yosys 0.63+post, stock flow scripts
make -C /OpenROAD-flow-scripts/flow DESIGN_CONFIG=/design/flow/config.mk WORK_HOME=/design/flow/orfs finish
```

## design.v

```verilog
module HK2_1718(clk,PulseIn, MODE,D);
	input clk, PulseIn;
	input MODE;
	output [15:0]D;
	reg prePul=0;
	reg [7:0]count2=0;
	reg [15:0]count=16'h0000, D=16'h0000,demxung=16'h0000;
	always @(posedge clk) begin
		prePul<=PulseIn; 
		count<=count+1;
		if ({prePul,PulseIn}==2'b01) 
			demxung<=demxung+1;
		if (MODE==0) begin
			if (count>=9999) begin
				D<=demxung;
				count<=0;
				demxung<=0;
				count2<=0;
			end
		end
		else begin
			if (count>=9999) begin
				count2<=count2+1;
				count<=0;
				if (count2>=99) begin
					D<=demxung;
					demxung<=0;
					count2<=0;
				end
			end
		end
	end
endmodule
```

## config.mk

```make
export PLATFORM = sky130hd
export DESIGN_NAME = HK2_1718
export DESIGN_NICKNAME = HK2_1718
export VERILOG_FILES = /design/flow/design.v
export SDC_FILE = /design/flow/constraint.sdc
export NUM_CORES = 4
export LEC_CHECK = 1
export CORE_UTILIZATION = 50
```

## constraint.sdc

```tcl
current_design HK2_1718

set clk_period 3.4
set clk_io_pct 0.2

create_clock -name clk0 -period $clk_period [get_ports {clk}]

set non_clock_inputs [all_inputs -no_clocks]
set_input_delay [expr $clk_period * $clk_io_pct] -clock clk0 $non_clock_inputs
set_output_delay [expr $clk_period * $clk_io_pct] -clock clk0 [all_outputs]
```

==> results.json <==
{
  "outcome": "completed",
  "yosysUniqueCellTypes": 35,
  "cts_made_buffers": 9,
  "rsz0062_at_grt": "no",
  "chipHeight_um": 70.0,
  "dpl.hpwl_um": 2370,
  "synth-main-ff-cell": "sky130_fd_sc_hd__edfxtp_1",
  "holdPathStages": 1,
  "final_max_slew_viol_count": 0,
  "tritoncts": "yes",
  "postRouteAntennaNets": 0,
  "syn_to_final_growth_pct": 18.7,
  "synth-edff-count": 30,
  "first_global_vias": 1505,
  "setup-tns-final_ns": 0,
  "finalCritPeriodShare_pct": 69.1,
  "pin_count": 19,
  "worstSetupStartpointType": "primary input",
  "reg2reg_depth": 4,
  "fin_crit_ns": 2.35,
  "clockBufferDepth": 2,
  "timing.critical_path.arrival_ns": 2.36,
  "worstSetupEndpointType": "register",
  "gp_routability_congestion": 0.841,
  "finalWirelength_um": 3660,
  "leakagePower_nw": 0.934,
  "slowest_cell_delay_on_critical_path_ns": 0.63,
  "dpl-instance-area_mm2": 0.00255,
  "layout-drive-gt1-share_pct": 7.95,
  "drt_pass1_iterations": 4,
  "final_count_of_negative_setup_slack_endpoints": 0,
  "postCtsHoldBufs": 0,
  "crit_path_cell_trace": "clkdlybuf4s50_1 > nand2b_1 > nand2_1 > nor3_1 > inv_1",
  "worst_clock_skew_ns": 0.00898,
  "vias": 1521,
  "cp.buffers_inverters": 2,
  "cts_setup_buffers": 0,
  "min-delay-path-class": "reg -> reg",
  "cts_root_buffer_type": "sky130_fd_sc_hd__clkbuf_8",
  "post_synth.cell_area_avg_um2": 11.2,
  "report.final.hold_viol_count": 0,
  "power.total_w": 0.00145,
  "antenna-diode-count": 0,
  "gr-usage-all-layers_pct": 17.3,
  "synth.yosys.num_cells": 206,
  "power-per-cell-area_mw_per_mm2": 527,
  "die_width_um": 70.0,
  "clock_sink_count": 57,
  "path_max_fanout": 7,
  "grt_antenna_before_repair": 0,
  "vdd_ir_drop_max_mv": 0.303,
  "maximum_capacitance_violations": 0,
  "worst-endpoint-required_ns": 3.41,
  "setup.reg_to_reg.worst_slack_ns": 1.24,
  "final_design_area_no_fill_mm2": 0.00274,
  "detail_route.wl_per_cell_um": 12.6,
  "tightestPinTransition_ns": 0.819,
  "fp.dieArea_mm2": 0.00490,
  "synth_area_mm2": 0.00231,
  "clk_pin_slew_ns": 0.06,
  "sequential_area_share_after_synthesis_pct": 62.4,
  "grt_start_max_net_pins": 33,
  "cts_htree_levels": 3,
  "fp_util_pct": 52.7,
  "port_buffers": 18,
  "worst_slew_margin_rel_pct": 44.9,
  "postSynthCellCount": 206,
  "critical_path.top_delay_family": "simple AND/OR/NAND/NOR gates",
  "overflow": 0,
  "ys_area_mm2": 0.00231,
  "clock_insertion_delay_worst_skew_ns": 0.33,
  "resized_cells_post_cts": 0,
  "layout.cells.most_common": "sky130_fd_sc_hd__nor2_1",
  "core_area_mm2": 0.00438,
  "ys.flops": 57,
  "route.detailed.drc": 0,
  "worst-setup-path-type": "in -> reg",
  "detail_route.vias_per_cell": 5.23,
  "synth_warnings": 1,
  "layout_top_cells_excl_fill_tap": "37 x sky130_fd_sc_hd__nor2_1, 30 x sky130_fd_sc_hd__edfxtp_1, 27 x sky130_fd_sc_hd__dfxtp_1, 19 x sky130_fd_sc_hd__xnor2_1, 18 x sky130_fd_sc_hd__clkdlybuf4s50_1",
  "fill_cell_instance_count_of_the_final_layout": 339,
  "timing.hold.worst.start": "count[0]",
  "grt_pass1_wl_um": 6500,
  "drt_iter0_drc": 140,
  "count_of_tool_warnings": 26,
  "fmax_mhz": 426,
  "core.rowCount": 24,
  "r2r_path_start": "count[7]",
  "synthArstFlopShare_pct": 0,
  "cpMaxStageDelayCell": "sky130_fd_sc_hd__nor3_1",
  "hold_end": "count[0]",
  "critPathLaunch": "PulseIn",
  "layout.core_utilization_pct": 62.6
}
==> cell type report <==
class	instances	area, um2	share of cell area, %
sequential	57	1440	52.6
multi-input combinational	141	836	30.5
timing repair buffer	19	188	6.84
clock buffer	12	145	5.29
tap	52	65.1	2.37
clock inverter	4	45.0	1.64
inverter	6	22.5	0.821
==> how the worst max path moves through the flow <==
| stage | cells after the start | slack [ns] | endpoint |
|---|---|---|---|
| after CTS | 5 | 1.05 | register |
| after global routing | 5 | 0.88 | register |
| final | 5 | 1.05 | register |
==> metal layers <==
layer  wire, um  global-route usage, %  vias to the layer above  share of wire, %
met2       1720                   26.9                       46                47
met3        196                   4.09                        6               5.4
met5          0                      0                        -                 0
met4         42                   4.44                        0               1.1
li1           -                      -                      777                 -
met1       1700                   26.5                      692                46
==> power by group <==
group | internal, W | total [W] | switching [W]
logic | 0.0000387 | 0.0000695 | 0.0000308
clock network | 0.000355 | 0.000600 | 0.000245
registers | 0.000759 | 0.000776 | 0.0000178
==> synthesized netlist by cell type (3+ instances only) <==
library cell,instances,area share (%)
sky130_fd_sc_hd__nor2_1,37,6.0
sky130_fd_sc_hd__edfxtp_1,30,39
sky130_fd_sc_hd__dfxtp_1,27,23
sky130_fd_sc_hd__xnor2_1,19,7.2
sky130_fd_sc_hd__nand2_1,14,2.3
sky130_fd_sc_hd__nor3_1,10,2.2
sky130_fd_sc_hd__nand3_1,9,2.0
sky130_fd_sc_hd__xor2_1,8,3.0
sky130_fd_sc_hd__nor4_1,7,1.9
sky130_fd_sc_hd__inv_1,6,0.98
sky130_fd_sc_hd__o21ai_0,4,0.87
sky130_fd_sc_hd__ha_1,3,1.6
sky130_fd_sc_hd__nand4_1,3,0.81
sky130_fd_sc_hd__or3_1,3,0.81
==> cell families (layout without fill, tap and decap cells) <==
family / Yosys count / count (layout) / synth area share, %
AND/OR/NAND/NOR: 96 / 96 / 20.6
flip-flops: 57 / 57 / 62.4
XOR/XNOR: 27 / 27 / 10.2
AND-OR/OR-AND: 11 / 11 / 2.76
buffers and inverters: 10 / 41 / 1.73
adder cells (fa/ha/maj): 3 / 3 / 1.63
other: 1 / 3 / 0.162
multiplexers: 1 / 1 / 0.433
==> stage by stage <==
step                worst slack [ns]  std cells  hold WS (ns)
finish                          1.05        291         0.445
global route                   0.879        291         0.487
CTS                             1.05        291         0.448
detailed placement             0.698        275         0.436
global placement               0.787        275         0.431
floorplan                       1.37        208         0.418
Power is estimated from default activity; no workload was simulated.
